$ cat /design/flow/design.v
module selector(
 input [7:0]addr,
 input [7:0]counter,
 input [7:0]version,
 input [7:0]dac,
 output reg [7:0]data
);
always @*
begin
   case(addr)
      8'h00:  data = version;
      8'h02:  data = dac;
      8'h03:  data = dac;
      8'h04:  data = dac;
      8'h05:  data = dac;
      8'h06:  data = dac;
      8'h07:  data = dac;
      8'h08:  data = dac;
      8'h09:  data = dac;
      8'h23:  data = dac;
      8'h24:  data = dac;
      8'h25:  data = dac;
      8'h47:  data = dac;
      8'h48:  data = dac;
      8'h26:  data = counter;
      8'h27:  data = counter;
      8'h28:  data = counter;
      8'h29:  data = counter;
      8'h2a:  data = counter;
      8'h2b:  data = counter;
      8'h2c:  data = counter;
      8'h2d:  data = counter;
      8'h2e:  data = counter;
      8'h2f:  data = counter;
      8'h30:  data = counter;
      8'h31:  data = counter;
      8'h32:  data = counter;
      8'h33:  data = counter;
      8'h34:  data = counter;
      8'h35:  data = counter;
      8'h36:  data = counter;
      8'h37:  data = counter;
      8'h38:  data = counter;
      8'h39:  data = counter;
      8'h3a:  data = counter;
      8'h3b:  data = counter;
      default:
  	     data = 0;
   endcase
end
endmodule
$ cat /design/flow/run.sh
#!/bin/bash
# OpenROAD 26Q1-2900-gdf79404cd8, Yosys 0.63+post, stock flow scripts
make -C /OpenROAD-flow-scripts/flow DESIGN_CONFIG=/design/flow/config.mk WORK_HOME=/design/flow/orfs finish
$ cat /design/flow/config.mk
export PLATFORM = sky130hd
export DESIGN_NAME = selector
export DESIGN_NICKNAME = selector
export VERILOG_FILES = /design/flow/design.v
export SDC_FILE = /design/flow/constraint.sdc
export NUM_CORES = 4
export LEC_CHECK = 1
export CORE_AREA = 10 10 70 70
export DIE_AREA = 0 0 80 80
$ cat /design/flow/constraint.sdc
current_design selector

set clk_period 2.5
set clk_io_pct 0.2

create_clock -name clk0 -period $clk_period

set non_clock_inputs [all_inputs -no_clocks]
set_input_delay [expr $clk_period * $clk_io_pct] -clock clk0 $non_clock_inputs
set_output_delay [expr $clk_period * $clk_io_pct] -clock clk0 [all_outputs]
==> Changelog: implementation <==
### Changed

* Run status: completed
* Chip height at roughly 80 µm
* Design Area, Final at ~870 µm²
* Clk pwr share at 0
* Die W at roughly 80 µm
* HP Start: dac[4]
* Clkbuf count at 0
* Mux frac, synth at 0.0370
* CP max FO at 5
* Yosys cell types at 15
* Layout area overhead at 222%
* Number of max-cap violations at 0
* Pre-Place Util at 0.0791
* Cts hold-fix bufs at 0
* Hold Vio Cnt, Final at 0
* Total internal power at about 75 µW
* Pwr/cell area at ~130 nW/µm²
* TritonRoute pass-1 iters at 4
* Yosys adder share at 0
* Yosys simple share at 0.162
* Vias in the first global route at roughly 540
* Ys cells at 31
* Number of antenna-violating nets in the routed design at 0
* Area after detailed placement at 791 µm²
* Chip Area, Yosys at approximately 270 µm²
* Switching share of total power at 0.318
* Starting DRC count in detailed routing at 10
* Peak supply drop at ~0.020 mV
* I/O pins at roughly 40
* Top Family by Delay on Critical Path: buffers and inverters
* Post-Synth AOI/OAI Area at 0.782
* Fin crit period at 2.42 ns
* Pin count of the biggest net entering global routing at 9
* Critical path launch point type: input port
* Core box area at 3420 µm²
* PortBufs at around 40
* Vias at roughly 480
* Comb area leader: AND-OR/OR-AND gates
* Final slew viol count at 0
* Xor/xnor share at 0
* Most frequent logic cells in the routed design: clkdlybuf4s50_1, buf_4, dlygate4sd2_1
* Commonest Layout Cell: clkdlybuf4s50_1
* Register area share after synthesis at 0
* Fin cells at 130
* Seq. cell area at 0 µm²
* Initial antenna violation count at 0
* Fmax at 413 MHz
* Worst Hold Path Cells at 3
* WL/cell at between 10 and 15 µm
* Share of post-route cells with drive strength above 1 at 0.429
* First-pass GRT wire length at ~2.7 mm
* Worst setup EP type: primary output
* Final GP Congestion at around 0.72
* Die Size at between 6000 and 7000 µm²
* Tot GR Track Use at 0.0513
* Crit path kind: input port to primary output
* Mapped Area at around 270 µm²
* Worst-path cell chain: dlygate4sd2_1, o2bb2ai_1, a211oi_2, a2111oi_4, buf_4, buf_4, a21o_1, dlygate4sd2_1
* Post-synthesis cell count at 31
* WP data arrival at around 1.9 ns
* Avg Inst Size Synth at just under 9 µm²
* Sequential fraction of design power at 0
* Finish-stage setup viols at 0
* Yosys warning tally at 1
* Leak Pwr at around 0.43 nW
* Global route overflow at 0
* RSZ-0062 raised after global routing: false
* Slew Limit Headroom at 0.787
* Critical Path RT at 2.00 ns
* Worst-Margin Slew at 0.320 ns
* Worst path buffer plus inverter count at 4
* Slowest stage delay, CP at around 0.27 ns
* Fillers at ~370
* Placed cells at between 100 and 150
* Tcrit/Tclk final at 0.969
* Hold WC Path Type: input port to primary output
* Hold WS at about 1.7 ns
* Slowest CP cell: a211oi_2
* Antenna Cells at 0
* Drt drc at 0
* Util after Layout at 0.255
* WHS Endpoint: data[4]
* Num rows at 21
* Combinational Power Share at 1.000
* Psw at ~35 µW
* Seq_cells at 0
* Tool warnings at 32
* Post-Route WL at roughly 1.7 mm
* Vias per cell at 3.67
* Final Power at between 100 and 150 µW
==> synth_stat cells, types with 2 or more instances <==
library cell	n	area [µm²]
a22o_2	8	80.1
nand2_1	2	7.51
a21o_1	8	60.1
nor2_1	2	7.51
==> what timing repair did <==
item,CTS,global route
setup endpoints to repair,8,7
resized,50,0
pin swaps,9,2
buffers inserted,6,0
==> kinds of logic (layout without fill, tap and decap cells) <==
family | Yosys count | in the layout
muxes | 1 | 1
AOI/OAI and AO/OA | 21 | 21
buffers and inverters | 1 | 54
and+or+nand+nor | 8 | 8
==> how the worst max path moves through the flow <==
stage	start	endpoint	depth (start not counted)
6_report	addr[0]	data[3]	8
4_1_cts	addr[1]	data[1]	9
5_1_grt	addr[0]	data[3]	8
==> power by group through the flow <==
stage | registers (mW) | logic, mW | clock network [mW]
after CTS | 0 | 0.112 | 0
after global routing | 0 | 0.118 | 0
final | 0 | 0.109 | 0
==> per-stage QoR <==
step | TNS (ns) | worst slack, ns
after global routing | 0 | 0.00188
after CTS | 0 | 0.0257
final | 0 | 0.0766
after detailed placement | -5.01 | -0.640
after global placement | -4.72 | -0.600
after floorplan | 0 | 0.500
==> final cells by class <==
type	count	area, µm²	share of cell area
multi-input combinational	30	323	0.371
tap	46	57.6	0.0661
timing repair buffer	54	490	0.563
==> metal layers <==
layer / track usage / vias up / wire [µm]
li1: - / 238 / -
met4: 0.0123 / 0 / 46
met5: 0 / - / 0
met1: 0.0469 / 231 / 482
met3: 0.00114 / 4 / 4
met2: 0.115 / 4 / 1180
Power is estimated from default activity; no workload was simulated.
