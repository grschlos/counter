$ cat flow/config.mk
export PLATFORM = sky130hd
export DESIGN_NAME = command
export DESIGN_NICKNAME = command
export VERILOG_FILES = /design/flow/design.v
export SDC_FILE = /design/flow/constraint.sdc
export NUM_CORES = 4
export LEC_CHECK = 1
export CORE_UTILIZATION = 40
$ cat flow/constraint.sdc
current_design command

set clk_period 13.1
set clk_io_pct 0.2

create_clock -name clk0 -period $clk_period [get_ports {clk}]

set non_clock_inputs [all_inputs -no_clocks]
set_input_delay [expr $clk_period * $clk_io_pct] -clock clk0 $non_clock_inputs
set_output_delay [expr $clk_period * $clk_io_pct] -clock clk0 [all_outputs]
$ cat flow/design.v
module command #(parameter CLK_FREQ=200000000)
(
	input	clk, input reset, input init,
	output reg reset_out,
	input we_addr_vjtag,
	input [7:0]addr_vjtag,
	input we_addr_export,
	input [7:0]addr_export,
	output reg [7:0]addr,
	input write_vjtag,
	input write_export,
	input write32_export,
	output reg sw_out,
	output reg sw_out32,	
	input [7:0]data_in_export,
	input [7:0]data_in_vjtag,
	input [31:0]data_in32_export,
	output reg [7:0]data_out,
	output reg [31:0]data_out32
); 
	(* syn_encoding = "safe" *) reg [5:0] state;
	parameter D0 = 0, R0 = 1, R1 = 2, SW0 = 3, SW1 = 4, vjtag_AD0 = 5, vjtag_AD1 = 6, export_AD0 = 7, export_AD1 = 8, INIT0 = 9, SW0_export = 10, SW1_export = 11, SW0_export32 = 12, SW1_export32 = 13;
	integer delay = CLK_FREQ/2500000;
	integer res_count;
	integer sw_count;
	integer AD_count;
	always @ (posedge clk) begin
			case (state)
				D0: begin
					reset_out = 1'b0;
					sw_out  = 1'b0;
					sw_out32  = 1'b0;
					 if(!reset || (addr == 8'h01 && data_out == 8'h02))
							state <= R0;
					 if(write_vjtag)
							state <= SW0;
					if(write_export)
							state <= SW0_export;
					if(write32_export)
							state <= SW0_export32;
					 if(we_addr_vjtag)
							state <= vjtag_AD0;
					 if(we_addr_export)
							state <= export_AD0;
					 if(init)
							state <= INIT0;
				end
				R0: begin
					res_count <= CLK_FREQ/1000;
					state <= R1;
					end
				R1:
					if (res_count > 0) begin
						state <= R1;
						res_count <= res_count - 1;
						addr <= 8'h00;
						reset_out = 1'b1;
					end
					else begin
						state <= D0;
					end
				SW0: begin
					sw_count <= delay;
					state <= SW1;
					end
				SW1:
					if (sw_count > 0) begin
						state <= SW1;
						sw_count <= sw_count - 1;
						sw_out  = 1'b1;
						data_out <= data_in_vjtag;
					end
					else begin
						state <= D0;
					end
				SW0_export: begin
					sw_count <= delay;
					state <= SW1_export;
					end
				SW1_export:
					if (sw_count > 0) begin
						state <= SW1_export;
						sw_count <= sw_count - 1;
						sw_out  = 1'b1;
						data_out <= data_in_export;
					end
					else begin
						state <= D0;
					end
				SW0_export32: begin
					sw_count <= delay;
					state <= SW1_export32;
					end
				SW1_export32:
					if (sw_count > 0) begin
						state <= SW1_export32;
						sw_count <= sw_count - 1;
						sw_out32  = 1'b1;
						data_out32 <= data_in32_export;
					end
					else begin
						state <= D0;
					end
				vjtag_AD0: begin
					AD_count <= delay;
					state <= vjtag_AD1;
					end
				vjtag_AD1:
					if (AD_count > 0) begin
						state <= vjtag_AD1;
						AD_count <= AD_count - 1;
						addr <= addr_vjtag;
					end
					else begin
						state <= D0;
					end
				export_AD0: begin
					AD_count <= delay;
					state <= export_AD1;
					end
				export_AD1:
					if (AD_count > 0) begin
						state <= export_AD1;
						AD_count <= AD_count - 1;
						addr <= addr_export;	
					end
					else begin
						state <= D0;
					end
				INIT0: begin
					addr <= 0;
					state <= D0;
				end
				default:
						state <= D0;
			endcase
	end
endmodule
$ cat flow/run.sh
#!/bin/bash
# OpenROAD 26Q1-2900-gdf79404cd8, Yosys 0.63+post, stock flow scripts
make -C /OpenROAD-flow-scripts/flow DESIGN_CONFIG=/design/flow/config.mk WORK_HOME=/design/flow/orfs finish
==> impl_metrics.json <==
{
  "placed_cell_area_mm2": 0.00896,
  "via_per_inst": 5.21,
  "cp.buffers_inverters": 1,
  "antenna_cells": 0,
  "yosysChipArea_mm2": 0.00745,
  "end_kind": "output port",
  "crit_family": "buffers and inverters",
  "wl_per_cell_um": 15.1,
  "h-tree-depth": 4,
  "layout_top_cell": "edfxtp_1",
  "dp_slack_ps": 9010,
  "initCoreUtil_pct": 41.2,
  "area_growth_pct": 27.8,
  "avgSynthCellArea_um2": 11.8,
  "rsz0062_at_grt": "false",
  "cts_num_sinks": 151,
  "path_cells": "clkdlybuf4s50_1",
  "post-cts-setup-buffers": 0,
  "layout_setup_ws_ps": 9180,
  "maxCapViolations": 0,
  "max-slew-margin-rel_pct": 52.0,
  "ys_ff": 151,
  "flop_cell": "edfxtp_1",
  "slowest_delay_ps": 500,
  "ys_warn_count": 1,
  "io_buffers": 122,
  "r2r_setup_slack_ps": 9990,
  "warning_count": 26,
  "grt-ovfl-total": 0,
  "cts_buffer_depth": 2,
  "powerDensity_mw_per_mm2": 190,
  "fp-row-count": 49,
  "hold_class": "flop to flop",
  "ys_seq_share_pct": 60.9,
  "period_used_pct": 29.9,
  "worstRegToRegCells": 8,
  "leakagePower_nw": 2.99,
  "die_area_mm2": 0.0192,
  "cts_hold_buf": 0,
  "worst_path_max_delay_cell": "clkdlybuf4s50_1",
  "cts_tree": "done",
  "setup_violations": 0,
  "wirelength_um": 15200,
  "core_mm2": 0.0181,
  "worst_pin_slew_ps": 717,
  "path_depth": 1,
  "grt_pass1_vias": 5283,
  "fin_cells": 1006,
  "drv_slew": 0,
  "required_ps": 10480,
  "cp-start-kind": "flop",
  "grt_usage_pct": 17.6,
  "clock_latency_ps": 420,
  "grt_max_degree": 33,
  "cts_root_buffer": "clkbuf_16",
  "grt_pass1_wl_um": 26000,
  "cts_resized": 0,
  "drc_errors": 0,
  "path_clk_slew_ps": 60,
  "num_vias": 5238,
  "netlist_area_mm2": 0.00745,
  "path_class": "flop to output port",
  "cts_buffers": 17,
  "die_x_um": 138,
  "drt_pass1_iterations": 23,
  "arrival_ps": 1300,
  "drtAntennaViolNets": 0,
  "yosysUniqueCellTypes": 55,
  "ys_sh_adder_pct": 0.672,
  "edf_count": 151,
  "dieHeight_um": 138,
  "ys_sh_aoi_pct": 5.36,
  "tns_ps": 0,
  "fmaxAchievable_mhz": 255,
  "final_layout_top_logic_cells": "edfxtp_1, clkdlybuf4s50_1, nor2_1",
  "drive_above_1_share_pct": 8.62,
  "gp_congestion": 0.847,
  "simple_gate_area_share_pct": 20.8,
  "async_flop_share_pct": 0,
  "antenna_found_initial": 0,
  "crit_fanout": 1,
  "xor_share_pct": 9.17,
  "whs_path_depth": 1,
  "synthTopLogicFamily": "simple AND/OR/NAND/NOR gates",
  "yosysCellCount": 634,
  "status": "completed",
  "period_minus_slack_ps": 3920,
  "synth_cells": 634,
  "io_pins": 123,
  "hold_violations": 0,
  "drt_iter0_drc": 256,
  "dp_cells": 974,
  "finalInstanceArea_mm2": 0.00952,
  "fin_skew_ps": 8.96,
  "peakVddDrop_v": 0.0000991,
  "dp_hpwl_um": 10600,
  "mux_share_pct": 1.34
}
## where the power goes
group / switching [mW] / internal [mW]
Sequential: 0.137 / 0.748
Clock: 0.195 / 0.262
Combinational: 0.267 / 0.204
## synthesized netlist by cell type (11+ instances only)
library cell / count / share of area (%)
nand2_1: 31 / 1.6
or3_1: 18 / 1.5
o21ai_0: 11 / 0.74
inv_1: 12 / 0.60
nor2_1: 121 / 6.1
nand4_1: 12 / 1.0
xnor2_1: 38 / 4.5
nand3_1: 17 / 1.1
a21oi_1: 15 / 1.0
xor2_1: 40 / 4.7
edfxtp_1: 151 / 61
nor3_1: 15 / 1.0
clkbuf_1: 18 / 0.91
nor4_1: 29 / 2.4
## sequential cells by signal (all words and copies together), names as in the netlist
signal	count
data_out32	32
sw_count	32
data_out	8
state	4
AD_count	32
sw_out32	1
reset_out	1
res_count	32
sw_out	1
addr	8
## metrics by stage
stage	power [mW]	hold WS, ps	utilization, %
final	1.81	591	52.6
after detailed placement	1.37	581	49.6
after floorplan	1.18	556	-
after global placement	1.35	573	49.6
after global routing	1.93	606	52.6
after CTS	1.83	590	52.6
## per-layer routing
layer | track usage, % | wire length (um)
met4 | 1.36 | 80
met3 | 3.35 | 491
met1 | 28.5 | 7230
met2 | 27.7 | 7430
met5 | 0 | 0
## cell families after synthesis
| family | after synthesis |
|---|---|
| XOR/XNOR | 78 |
| adder cells (fa/ha/maj) | 4 |
| buffers and inverters | 34 |
| multiplexers | 9 |
| AND/OR/NAND/NOR | 298 |
| flip-flops | 151 |
| AND-OR/OR-AND | 60 |
## path summary, 6_finish.rpt
| kind | from | end |
|---|---|---|
| setup / recovery | reset_out$_DFFE_PP_ | reset_out |
| hold reg to reg | AD_count[0]$_SDFFCE_PN0P_ | AD_count[0]$_SDFFCE_PN0P_ |
| hold / removal | AD_count[0]$_SDFFCE_PN0P_ | AD_count[0]$_SDFFCE_PN0P_ |
| setup reg to reg | sw_count[0]$_SDFFCE_PN0P_ | sw_count[9]$_SDFFCE_PN0P_ |
## area by class of cell
| cell class | instances | area [um2] |
|---|---|---|
| fillers | 1473 | 8570 |
| flip-flops and latches | 151 | 4530 |
| multi-input cells | 449 | 2800 |
| repair buffers | 132 | 1300 |
| clock buffers | 18 | 429 |
| well taps | 229 | 287 |
| clock inverters | 14 | 128 |
| inverters | 13 | 48.8 |
Power is estimated from default activity; no workload was simulated.
