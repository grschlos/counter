**flow/config.mk**
```make
export PLATFORM = sky130hd
export DESIGN_NAME = dac
export DESIGN_NICKNAME = dac
export VERILOG_FILES = /design/flow/design.v
export SDC_FILE = /design/flow/constraint.sdc
export NUM_CORES = 4
export LEC_CHECK = 1
export CORE_UTILIZATION = 50
```
**flow/constraint.sdc**
```tcl
current_design dac

set clk_period 8.0
set clk_io_pct 0.2

create_clock -name clk0 -period $clk_period [get_ports {clk}]

set non_clock_inputs [all_inputs -no_clocks]
set_input_delay [expr $clk_period * $clk_io_pct] -clock clk0 $non_clock_inputs
set_output_delay [expr $clk_period * $clk_io_pct] -clock clk0 [all_outputs]
```
**flow/design.v**
```verilog
module dac
#(
	parameter DATA_WIDTH=8, parameter ADDR_WIDTH=11
 )
(
 input wire clk,
 input wire init, input wire res,
 input wire we, input wire [DATA_WIDTH-1:0]addr,
 input wire [DATA_WIDTH-1:0]data_in,
 output wire [DATA_WIDTH-1:0]data_out,
 input wire we32,
 input wire [31:0]data_in32,
 output reg READ,
 output reg nCS,
 output reg nRESET,
 output reg nLDAC,
 output wire [1:0]ch,
 output wire [11:0]data,
 input wire startStep,
 output reg start_counter
);
reg [DATA_WIDTH-1:0]ram[ADDR_WIDTH-1:0];
wire [3:0]mask;
assign data[7:0]  = ram[1];
assign data[11:8] = ram[2][3:0];
assign mask = ram[2][7:4];
wire reset;
assign reset = res || ram[0][0];
always @(posedge clk) begin 
	if(reset) begin
		ram[0] <= 8'b00000000;
		ram[1] <= 8'b00000000;
		ram[2] <= 8'b10001000;
	end
	if(init) begin
		ram[0] <= 8'b00000000;
		ram[1] <= 8'b00000000;
		ram[2] <= 8'b10001000;
	end
	if(we) begin
		case(addr)
			8'h02:  ram[3] <= data_in;
			8'h03:  ram[4] <= data_in;
			8'h04:  ram[5] <= data_in;
			8'h05:  ram[6] <= data_in;
			8'h06:  ram[7] <= data_in;
			8'h07:  ram[8] <= data_in;
			8'h08:  ram[9] <= data_in;
			8'h09:  ram[10] <= data_in;
			8'h23:  ram[0] <= data_in;
			8'h24:  ram[1] <= data_in;
			8'h25: begin
				ram[2] <= data_in;
				case(mask)
					4'b1000: ch <= 2'b00;
					4'b0100: ch <= 2'b01;
					4'b0010: ch <= 2'b10;
					4'b0001: ch <= 2'b11;
					default: ch <= 2'b00;
				endcase
			end
		endcase
	end
	if(we32) begin
		if(addr == 8'h47) begin
			ram[1] <= data_in32[7:0];
			ram[2] <= data_in32[15:8];
			case(mask)
				4'b1000: ch <= 2'b00;
				4'b0100: ch <= 2'b01;
				4'b0010: ch <= 2'b10;
				4'b0001: ch <= 2'b11;
				default: ch <= 2'b00;
			endcase
	  	end
	end
	case(addr)
		8'h02: 	data_out <= ram[3];
		8'h03:   data_out <= ram[4];
		8'h04: 	data_out <= ram[5];
		8'h05:   data_out <= ram[6];
		8'h06: 	data_out <= ram[7];
		8'h07:   data_out <= ram[8];
		8'h08: 	data_out <= ram[9];
		8'h09:   data_out <= ram[10];
		8'h23:	data_out <= ram[0];
		8'h24:   data_out <= ram[1];
		8'h25:   data_out <= ram[2];
		8'h47:   data_out <= ram[1];
		8'h48:	data_out <= ram[2];
	endcase
	if(reset) begin
		ram[0] <= 0;
		ram[1] <= 0;
		ram[2] <= 8'b10001000;
	end
end
dac_7624 #(.CLK_FREQ(50000000)) dac_7624_inst
(
	READ,
	nCS,
	nRESET,
	nLDAC,
	startStep,
	start_counter,
	clk,
	reset,
	init,
	we
);
endmodule
module dac_7624 #(parameter CLK_FREQ=50000000)
(
 output reg READ,
 output reg nCS,
 output reg nRESET,
 output reg nLDAC,
 input wire startStep,
 output reg start_counter,
 input wire clk,
 input wire reset,
 input wire init,
 input wire write
);
(* syn_encoding = "safe" *) reg [3:0] state;
parameter INIT = 0, IDLE = 1, RESET0 = 2, RESET1 = 3, FIN0 = 4, FIN1 = 5, WRITE0 = 6, WRITE1 = 7, WRITE2 = 8, WRITE3 = 9, DLY0 = 10, DLY1 = 11;
integer res_count;
integer write_count;
integer start_count;
always @(posedge clk) begin
   if (init)  state <= INIT;
	if (reset) state <= RESET0;
   case (state)
	   INIT: begin
			READ <= 1'b1;
			nCS <= 1'b1;
		   nRESET <= 1'b1;
			nLDAC <= 1'b1;
			state <= IDLE;
		end
	   IDLE: begin
		   if (reset) begin
			   state <= RESET0;
			end
			if (init) begin 
				state <= INIT;
			end
			if (startStep) begin
				state <= FIN0;
			end
			else begin
			   if (write) begin
			      state <= DLY0;
				end
				else begin
					state <= IDLE;
				end
			end
		end
		FIN0: begin
			if (reset) begin
				state <= RESET0;
			end
			start_count <= 5;
			start_counter <= 1'b1;
			state <= FIN1;
		end
		FIN1: begin
			if (reset) begin
				start_counter <= 1'b0;
				state <= RESET0;
			end
			if (start_count > 0) begin
				start_count <= start_count - 1;
			end
			else begin
				start_counter <= 1'b0;
				state <= IDLE;
			end
		end
		RESET0: begin
			nRESET <= 1'b0;
		   res_count <= 3;
			state <= RESET1;
		end
		RESET1: begin
		   if (res_count > 0) begin
				res_count <= res_count - 1;
			end
			else begin
			   state <= INIT;
			end
		end
		DLY0: begin
			if (reset) begin
				state <= RESET0;
			end
			write_count <= 10;
			state <= DLY1;
		end
		DLY1: begin
			if (reset) begin
				state <= RESET0;
			end
			if (write_count>0) begin
				write_count <= write_count - 1;
			end
			else begin
				state <= WRITE0;
			end
		end
		WRITE0: begin
			if (reset) begin
			   state <= RESET0;
			end
			READ <= 1'b0;
			nLDAC <= 1'b0;
			write_count <= 3;
			state <= WRITE1;
		end
		WRITE1: begin
			if (reset) begin
			   state <= RESET0;
			end
		   if (write_count>0) begin
				write_count <= write_count - 1;
			end
			else begin
			   write_count <= 3;
				nCS <= 1'b0;
			   state <= WRITE2;
			end
		end
		WRITE2: begin
			if (reset) begin
			   state <= RESET0;
			end
			if (write_count>0) begin
				write_count <= write_count - 1;
			end
			else begin
				write_count <= 4;
				nCS <= 1'b1;
				state <= WRITE3;
			end
		end
		WRITE3: begin
			if (reset) begin
			   state <= RESET0;
			end
			if (write_count>0) begin
				write_count <= write_count - 1;
			end
			else begin
				nLDAC <= 1'b1;
				READ <= 1'b1;
				if (startStep) begin
					state <= FIN0;
				end
				else begin
					state <= IDLE;
				end
			end
		end
		default: begin
		   state <= IDLE;
		end
	endcase
end
endmodule
```
**flow/run.sh**
```bash
#!/bin/bash
# OpenROAD 26Q1-2900-gdf79404cd8, Yosys 0.63+post, stock flow scripts
make -C /OpenROAD-flow-scripts/flow DESIGN_CONFIG=/design/flow/config.mk WORK_HOME=/design/flow/orfs finish
```
==> load_flow_metrics.sql <==
-- metrics for the results database
INSERT INTO impl_metrics (metric_group, metric, value, unit) VALUES
('critical_path', 'rr_startpoint', 'dac_7624_inst.start_count[2]$_SDFFCE_PN1P_', ''),
('run_status', 'run_status', 'complete, no violations', ''),
('yosys', 'synth_chip_area', '0.0101', 'mm2'),
('power_and_ir_drop', 'power_density', '265', 'mW/mm2'),
('critical_path', 'r2r_cells', '6', ''),
('critical_path', 'worstSetupEndpointType', 'flip-flop', ''),
('routing', 'avg_vias_per_cell', '5.94', ''),
('sta', 'slew_viol_final', '0', ''),
('layout', 'lay_top_cells', 'sky130_fd_sc_hd__edfxtp_1, sky130_fd_sc_hd__nor2_1, sky130_fd_sc_hd__clkdlybuf4s50_1, sky130_fd_sc_hd__nand2_1, sky130_fd_sc_hd__a21oi_1', ''),
('power_and_ir_drop', 'cellLeakagePower', '3.65', 'nW'),
('placed_design', 'total_of_buffers_placed_on_input_and_output_ports', '64', ''),
('yosys', 'netlist_instances', '917', ''),
('placed_design', 'place_hpwl', '16100', 'um'),
('clock_tree', 'cts.reportedPaths.clkPinSlew', '0.06', 'ns'),
('placed_design', 'placed_area', '0.0111', 'mm2'),
('global_route', 'met3_usage', '0.0752', ''),
('critical_path', 'terminus_of_the_critical_flop_to_flop_path', 'dac_7624_inst.start_count[13]$_SDFFCE_PN0P_', ''),
('floorplanning', 'initial_core_util', '0.516', ''),
('clock_tree', 'clk-insertion-delay-late', '0.51', 'ns'),
('global_route', 'vias_in_the_first_global_route', '7251', ''),
('global_route', 'initial_antenna_violation_count', '0', ''),
('clock_tree', 'post_cts_resize_count', '0', ''),
('sta', 'grt_setup_unrepaired', 'no', ''),
('floorplanning', 'die_height', '144', 'um'),
('placed_design', 'place_ws', '3.00', 'ns'),
('layout', 'layout-area-overhead-vs-synth', '16.6', '%'),
('flow_run', 'log.warning_count', '43', ''),
('global_route', 'grt_pass1_wl', '37800', 'um'),
('sta', 'achievable-frequency', '220', 'MHz'),
('sta', 'timing.final.hold_violations', '0', ''),
('sta', 'finalClockPeriodUsage', '0.567', ''),
('sta', 'clock_skew', '0.0162', 'ns'),
('clock_tree', 'clock_tree.root_cell', 'sky130_fd_sc_hd__clkbuf_16', ''),
('placed_design', 'instance_count_after_placement_with_tap_cells_included', '1218', ''),
('layout', 'final_cell_area', '0.0118', 'mm2'),
('critical_path', 'worst_ep_required_time', '8.18', 'ns'),
('floorplanning', 'dieArea', '0.0209', 'mm2'),
('global_route', 'grt_total_usage', '0.255', ''),
('floorplanning', 'boundaryPins', '81', ''),
('clock_tree', 'htree_levels', '1', ''),
('sta', 'tightest_slew', '0.929', 'ns'),
('critical_path', 'setup.worst_path.class', 'input pin to flip-flop', ''),
('layout', 'finish.utilization', '0.602', ''),
('layout', 'finish.cell_count_without_fillers', '1260', ''),
('global_route', 'grt_use_met1', '0.407', ''),
('yosys', 'yosys_warnings', '26', ''),
('clock_tree', 'max-clock-path-buffers', '3', ''),
('routing', 'average_wire_per_standard_cell', '18.9', 'um'),
('routing', 'wirelength', '23800', 'um'),
('sta', 'final-setup-viol-count', '0', ''),
('yosys', 'async_reset_ff_frac', '0', ''),
('routing', 'drcViolationCount', '0', ''),
('routing', 'drtIter0Drc', '503', ''),
('yosys', 'edf_count', '172', ''),
('placed_design', 'gp_routability_congestion', '0.892', ''),
('sta', 'relSlewSlack', '0.376', ''),
('yosys', 'postSynthAreaPerCell', '11.1', 'um2'),
('clock_tree', 'cts_setup_buffers', '0', ''),
('sta', 'setup_ws', '3.46', 'ns'),
('power_and_ir_drop', 'worst_ir_drop_vdd', '0.192', 'mV'),
('routing', 'num_antenna_cells', '0', ''),
('flow_run', 'max_cap_violations', '0', ''),
('sta', 'timing.final.crit_period', '4.54', 'ns'),
('critical_path', 'cp-startpoint', 'addr[5]', ''),
('global_route', 'global_route.usage.met2', '0.374', ''),
('yosys', 'netlist_area', '0.0101', 'mm2'),
('floorplanning', 'core_area', '0.0197', 'mm2'),
('routing', 'routed-via-count', '7487', ''),
('floorplanning', 'rows', '51', ''),
('routing', 'detail-route-antenna-nets', '0', ''),
('critical_path', 'worstPathArrival', '4.72', 'ns');
-- worst min-delay path by stage --
| stage | slack (ns) | cells after the start | startpoint | end |
|---|---|---|---|---|
| final | 0.46 | 2 | ch[0]$_DFF_P_ | ch[0]$_DFF_P_ |
| after CTS | 0.47 | 2 | ch[0]$_DFF_P_ | ch[0]$_DFF_P_ |
| after global routing | 0.49 | 2 | ch[0]$_DFF_P_ | ch[0]$_DFF_P_ |
-- layout make-up --
type	count	area, um2	area share
inverter	17	63.8	0.00539
clock buffer	27	591	0.0499
clock inverter	15	178	0.0150
sequential	202	5770	0.487
timing repair buffer	78	746	0.0630
tap	265	332	0.0280
multi-input combinational	656	4160	0.351
-- metal layers --
layer / vias to the layer above / share of wire / routed length (um)
met5: - / 0 / 0
met4: 0 / 0.024 / 560
met3: 43 / 0.079 / 1870
met2: 270 / 0.45 / 10800
met1: 3564 / 0.45 / 10600
li1: 3610 / - / -
-- cells by family after synthesis --
logic type | Yosys count | share of synthesized area
simple gates | 401 | 0.207
mux | 19 | 0.0257
xor+xnor | 73 | 0.0630
buf+inv | 59 | 0.0234
flops | 202 | 0.568
fa+ha+maj | 5 | 0.00617
compound gates | 158 | 0.106
-- critical path, stage by stage --
cell                              delay [ns]
sky130_fd_sc_hd__clkdlybuf4s50_1        0.80
sky130_fd_sc_hd__nor4_1                 0.73
sky130_fd_sc_hd__nand2_1                0.22
sky130_fd_sc_hd__a31oi_1                0.69
sky130_fd_sc_hd__or2_2                  0.34
sky130_fd_sc_hd__a21o_1                 0.32
-- sequential cells by signal, summed over array words and instances (netlist names) --
register,cells
ram,88
dac_7624_inst.res_count,32
dac_7624_inst.start_count,32
dac_7624_inst.write_count,32
data_out,8
dac_7624_inst.state,4
ch,2
dac_7624_inst.READ,1
dac_7624_inst.nCS,1
dac_7624_inst.nRESET,1
dac_7624_inst.start_counter,1
-- Yosys cell counts (20+ instances only) --
library cell,number,share of area
sky130_fd_sc_hd__clkbuf_1,31,0.011
sky130_fd_sc_hd__a21oi_1,46,0.023
sky130_fd_sc_hd__xor2_1,32,0.028
sky130_fd_sc_hd__nor4_1,23,0.014
sky130_fd_sc_hd__o21ai_0,20,0.0099
sky130_fd_sc_hd__nor3_1,42,0.021
sky130_fd_sc_hd__xnor2_1,41,0.035
sky130_fd_sc_hd__or3_1,20,0.012
sky130_fd_sc_hd__edfxtp_1,172,0.51
sky130_fd_sc_hd__nor2_1,126,0.047
sky130_fd_sc_hd__nand2_1,55,0.020
sky130_fd_sc_hd__nand3_1,29,0.014
sky130_fd_sc_hd__dfxtp_1,30,0.059
-- stage by stage --
stage,hold WS (ns),power [mW]
after floorplan,0.396,1.91
after global placement,0.441,2.07
after detailed placement,0.446,2.09
after CTS,0.467,3.16
after global routing,0.489,3.29
final,0.465,3.14
-- power by group --
group	internal, mW	switching [mW]
sequential	1.36	0.161
clock	0.657	0.411
combinational	0.206	0.342
Power and IR drop assume default switching activity.
